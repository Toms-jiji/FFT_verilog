$ cat flow/config.mk
export PLATFORM = sky130hd
export DESIGN_NAME = dit_fft_8
export DESIGN_NICKNAME = dit_fft_8
export VERILOG_FILES = /design/flow/design.v
export SDC_FILE = /design/flow/constraint.sdc
export NUM_CORES = 4
export LEC_CHECK = 1
export CORE_UTILIZATION = 30
$ cat flow/constraint.sdc
current_design dit_fft_8

set clk_period 26.2
set clk_io_pct 0.2

create_clock -name clk0 -period $clk_period [get_ports {clk}]

set non_clock_inputs [all_inputs -no_clocks]
set_input_delay [expr $clk_period * $clk_io_pct] -clock clk0 $non_clock_inputs
set_output_delay [expr $clk_period * $clk_io_pct] -clock clk0 [all_outputs]
$ cat flow/design.v
`timescale 1ns/1ps
module dit_fft_8 (
    input [15:0] in0_r, in1_r, in2_r, in3_r, in4_r, in5_r, in6_r, in7_r,             
    input [15:0] in0_i, in1_i, in2_i, in3_i, in4_i, in5_i, in6_i, in7_i,             
    input clk, RST_N, write, start,                                                  
    output [15:0] out0_r, out1_r, out2_r, out3_r, out4_r, out5_r, out6_r, out7_r,    
    output [15:0] out0_i, out1_i, out2_i, out3_i, out4_i, out5_i, out6_i, out7_i,    
    output ready                                                                     
);
    reg [15:0] input_r[0:7];
    reg [15:0] input_i[0:7];
    reg [15:0] in_r[0:7];
    reg [15:0] in_i[0:7];
    wire [15:0] pp1o_r[0:7];
    wire [15:0] pp1o_i[0:7];
    reg [15:0] pp2i_r[0:7];
    reg [15:0] pp2i_i[0:7];
    wire [15:0] pp2o_r[0:7];
    wire [15:0] pp2o_i[0:7];
    reg [15:0] pp3i_r[0:7];
    reg [15:0] pp3i_i[0:7];
    reg ready_stage0=0, ready_stage1=0, ready_stage2=0, ready_stage3=0;
    wire [15:0] w_r[0:7];
    wire [15:0] w_i[0:7];
    reg [15:0] out_r[0:7];
    reg [15:0] out_i[0:7];
    wire [15:0] tmp_r1[0:7];
    wire [15:0] tmp_i1[0:7];
    wire [15:0] tmp_r2[0:7];
    wire [15:0] tmp_i2[0:7];
    integer i;
    initial begin
	    for (i = 0; i < 8; i = i + 1) begin
			input_r[i] = 0;
			input_i[i]=0;
			in_r[i]=0;
			in_i[i]=0;
			pp2i_r[i]=0;
			pp2i_i[i]=0;
			pp3i_r[i]=0;
			pp3i_i[i]=0;
			out_r[i]=0;
			out_i[i]=0;
	    end
    end
    always @(negedge clk) begin
    ready_stage3 <= 0;
    end
    always @(posedge clk) begin
      if (RST_N == 1'b0) begin
        ready_stage0 <= 0;
        ready_stage1 <= 0;
        ready_stage2 <= 0;
        ready_stage3 <= 0;
        for (i = 0; i < 8; i = i + 1) begin      
          in_r[i] <= 0;
          in_i[i] <= 0;
        end
      end 
      else begin                                       
        if (write == 1'b1) begin
          input_r[0] <= in0_r;
          input_r[1] <= in1_r;
          input_r[2] <= in2_r;
          input_r[3] <= in3_r;
          input_r[4] <= in4_r;
          input_r[5] <= in5_r;
          input_r[6] <= in6_r;
          input_r[7] <= in7_r;
          input_i[0] <= in0_i;
          input_i[1] <= in1_i;
          input_i[2] <= in2_i;
          input_i[3] <= in3_i;
          input_i[4] <= in4_i;
          input_i[5] <= in5_i;
          input_i[6] <= in6_i;
          input_i[7] <= in7_i;
        end
        if (start == 1'b0) begin
          ready_stage0 <= 0;
        end  
        else begin
          ready_stage0 <= 1;
        end
        ready_stage1 <= ready_stage0;
        ready_stage2 <= ready_stage1;
        ready_stage3 <= ready_stage2;
        for (i = 0; i < 8; i = i + 1) begin      
          in_r[i] <= input_r[i];
          in_i[i] <= input_i[i];
          pp2i_r[i] <= pp1o_r[i];
          pp2i_i[i] <= pp1o_i[i];
          pp3i_r[i] <= pp2o_r[i];
          pp3i_i[i] <= pp2o_i[i];
          out_r[i] <= w_r[i];
          out_i[i] <= w_i[i];
        end
      end
    end 
    assign out0_r = out_r[0];
    assign out1_r = out_r[1];
    assign out2_r = out_r[2];
    assign out3_r = out_r[3];
    assign out4_r = out_r[4];
    assign out5_r = out_r[5];
    assign out6_r = out_r[6];
    assign out7_r = out_r[7];
    assign out0_i = out_i[0];
    assign out1_i = out_i[1];
    assign out2_i = out_i[2];
    assign out3_i = out_i[3];
    assign out4_i = out_i[4];
    assign out5_i = out_i[5];
    assign out6_i = out_i[6];
    assign out7_i = out_i[7];
    assign ready = ready_stage3;
        butterfly_stage_1 B1(.in_r0(in_r[0]), .in_r1(in_r[4]), .in_r2(in_r[2]), .in_r3(in_r[6]), .in_r4(in_r[1]), .in_r5(in_r[5]), .in_r6(in_r[3]), .in_r7(in_r[7]), 
                          .in_i0(in_i[0]), .in_i1(in_i[4]), .in_i2(in_i[2]), .in_i3(in_i[6]), .in_i4(in_i[1]), .in_i5(in_i[5]), .in_i6(in_i[3]), .in_i7(in_i[7]), 
                          .out_r0(pp1o_r[0]), .out_r1(pp1o_r[1]), .out_r2(pp1o_r[2]), .out_r3(pp1o_r[3]), .out_r4(pp1o_r[4]), .out_r5(pp1o_r[5]), .out_r6(pp1o_r[6]), .out_r7(pp1o_r[7]),  
                          .out_i0(pp1o_i[0]), .out_i1(pp1o_i[1]), .out_i2(pp1o_i[2]), .out_i3(pp1o_i[3]), .out_i4(pp1o_i[4]), .out_i5(pp1o_i[5]), .out_i6(pp1o_i[6]), .out_i7(pp1o_i[7]));
        butterfly_stage_2 B2(.in_r0(pp2i_r[0]), .in_r1(pp2i_r[1]), .in_r2(pp2i_r[2]), .in_r3(pp2i_r[3]), .in_r4(pp2i_r[4]), .in_r5(pp2i_r[5]), .in_r6(pp2i_r[6]), .in_r7(pp2i_r[7]), 
                          .in_i0(pp2i_i[0]), .in_i1(pp2i_i[1]), .in_i2(pp2i_i[2]), .in_i3(pp2i_i[3]), .in_i4(pp2i_i[4]), .in_i5(pp2i_i[5]), .in_i6(pp2i_i[6]), .in_i7(pp2i_i[7]), 
                          .out_r0(pp2o_r[0]), .out_r1(pp2o_r[1]), .out_r2(pp2o_r[2]), .out_r3(pp2o_r[3]), .out_r4(pp2o_r[4]), .out_r5(pp2o_r[5]), .out_r6(pp2o_r[6]), .out_r7(pp2o_r[7]),  
                          .out_i0(pp2o_i[0]), .out_i1(pp2o_i[1]), .out_i2(pp2o_i[2]), .out_i3(pp2o_i[3]), .out_i4(pp2o_i[4]), .out_i5(pp2o_i[5]), .out_i6(pp2o_i[6]), .out_i7(pp2o_i[7]));
        butterfly_stage_3 B3(.in_r0(pp3i_r[0]), .in_r1(pp3i_r[1]), .in_r2(pp3i_r[2]), .in_r3(pp3i_r[3]), .in_r4(pp3i_r[4]), .in_r5(pp3i_r[5]), .in_r6(pp3i_r[6]), .in_r7(pp3i_r[7]), 
                          .in_i0(pp3i_i[0]), .in_i1(pp3i_i[1]), .in_i2(pp3i_i[2]), .in_i3(pp3i_i[3]), .in_i4(pp3i_i[4]), .in_i5(pp3i_i[5]), .in_i6(pp3i_i[6]), .in_i7(pp3i_i[7]), 
                          .out_r0(w_r[0]), .out_r1(w_r[1]), .out_r2(w_r[2]), .out_r3(w_r[3]), .out_r4(w_r[4]), .out_r5(w_r[5]), .out_r6(w_r[6]), .out_r7(w_r[7]),  
                          .out_i0(w_i[0]), .out_i1(w_i[1]), .out_i2(w_i[2]), .out_i3(w_i[3]), .out_i4(w_i[4]), .out_i5(w_i[5]), .out_i6(w_i[6]), .out_i7(w_i[7]));       
endmodule
module butterfly_stage_3(input [15:0] in_r0, in_r1, in_r2, in_r3, in_r4, in_r5, in_r6, in_r7, 
                         input [15:0] in_i0, in_i1, in_i2, in_i3, in_i4, in_i5, in_i6, in_i7, 
                         output [15:0] out_r0, out_r1, out_r2, out_r3, out_r4, out_r5, out_r6, out_r7,  
                         output [15:0] out_i0, out_i1, out_i2, out_i3, out_i4, out_i5, out_i6, out_i7);
    butterfly_8_ip B8(.a_r0(in_r0), .b_r1(in_r1), .c_r2(in_r2), .d_r3(in_r3), .e_r4(in_r4), .f_r5(in_r5), .g_r6(in_r6), .h_r7(in_r7), 
                   .a_i0(in_i0), .b_i1(in_i1), .c_i2(in_i2), .d_i3(in_i3), .e_i4(in_i4), .f_i5(in_i5), .g_i6(in_i6), .h_i7(in_i7), 
                   .A_r0(out_r0), .B_r1(out_r1), .C_r2(out_r2), .D_r3(out_r3), .E_r4(out_r4), .F_r5(out_r5), .G_r6(out_r6), .H_r7(out_r7), 
                   .A_i0(out_i0), .B_i1(out_i1), .C_i2(out_i2), .D_i3(out_i3), .E_i4(out_i4), .F_i5(out_i5), .G_i6(out_i6), .H_i7(out_i7));
endmodule
module butterfly_8_ip(input [15:0] a_r0, b_r1, c_r2, d_r3, e_r4, f_r5, g_r6, h_r7 
                                        , a_i0, b_i1, c_i2, d_i3, e_i4, f_i5, g_i6, h_i7, 
                      output [15:0] A_r0, B_r1, C_r2, D_r3, E_r4, F_r5, G_r6, H_r7, 
                                           A_i0, B_i1, C_i2, D_i3, E_i4, F_i5, G_i6, H_i7);
  wire [15:0] f_tmp_r, f_tmp_i, h_tmp_r, h_tmp_i;
  adder add0(.in0(a_r0), .in1(e_r4), .out(A_r0));
  adder add1(.in0(a_i0), .in1(e_i4), .out(A_i0));
  complex_multiplier_pn mult0(.in_r1(f_r5), .in_i1(f_i5), .out_r(f_tmp_r), .out_i(f_tmp_i));
  adder add2(.in0(b_r1), .in1(f_tmp_r), .out(B_r1));
  adder add3(.in0(b_i1), .in1(f_tmp_i), .out(B_i1));
  adder add4(.in0(c_r2), .in1(g_i6), .out(C_r2));
  subtractor sub0(.in0(c_i2), .in1(g_r6), .out(C_i2));
  complex_multiplier_nn mult1(.in_r1(h_r7), .in_i1(h_i7), .out_r(h_tmp_r), .out_i(h_tmp_i));
  adder add5(.in0(d_r3), .in1(h_tmp_r), .out(D_r3));
  adder add6(.in0(d_i3), .in1(h_tmp_i), .out(D_i3));
  subtractor sub1(.in0(a_r0), .in1(e_r4), .out(E_r4));
  subtractor sub2(.in0(a_i0), .in1(e_i4), .out(E_i4));
  subtractor sub3(.in0(b_r1), .in1(f_tmp_r), .out(F_r5));
  subtractor sub4(.in0(b_i1), .in1(f_tmp_i), .out(F_i5));
  subtractor sub5(.in0(c_r2), .in1(g_i6), .out(G_i6));
  adder add7(.in0(c_i2), .in1(g_r6), .out(G_r6));
  subtractor sub6(.in0(d_r3), .in1(h_tmp_r), .out(H_r7));
  subtractor sub7(.in0(d_i3), .in1(h_tmp_i), .out(H_i7));
endmodule
module butterfly_stage_2(input [15:0] in_r0, in_r1, in_r2, in_r3, in_r4, in_r5, in_r6, in_r7, 
                         input [15:0] in_i0, in_i1, in_i2, in_i3, in_i4, in_i5, in_i6, in_i7, 
                         output [15:0] out_r0, out_r1, out_r2, out_r3, out_r4, out_r5, out_r6, out_r7,  
                         output [15:0] out_i0, out_i1, out_i2, out_i3, out_i4, out_i5, out_i6, out_i7);
  butterfly_4_ip b0(.in_r0(in_r0), .in_r1(in_r1), .in_r2(in_r2), .in_r3(in_r3), .in_i0(in_i0), .in_i1(in_i1), .in_i2(in_i2), .in_i3(in_i3), .out_r0(out_r0), .out_r1(out_r1), .out_r2(out_r2), .out_r3(out_r3), .out_i0(out_i0), .out_i1(out_i1), .out_i2(out_i2), .out_i3(out_i3));
  butterfly_4_ip b1(.in_r0(in_r4), .in_r1(in_r5), .in_r2(in_r6), .in_r3(in_r7), .in_i0(in_i4), .in_i1(in_i5), .in_i2(in_i6), .in_i3(in_i7), .out_r0(out_r4), .out_r1(out_r5), .out_r2(out_r6), .out_r3(out_r7), .out_i0(out_i4), .out_i1(out_i5), .out_i2(out_i6), .out_i3(out_i7));
endmodule
module butterfly_4_ip(input [15:0] in_r0, in_r1, in_r2, in_r3, in_i0, in_i1, in_i2, in_i3, 
                      output [15:0] out_r0, out_r1, out_r2, out_r3, out_i0, out_i1, out_i2, out_i3);
  adder add0(.in0(in_r0), .in1(in_r2), .out(out_r0));
  adder add1(.in0(in_i0), .in1(in_i2), .out(out_i0));
  adder add2(.in0(in_r1), .in1(in_i3), .out(out_r1));
  subtractor sub0(.in0(in_i1), .in1(in_r3), .out(out_i1));
  subtractor sub1(.in0(in_r0), .in1(in_r2), .out(out_r2));
  subtractor sub2(.in0(in_i0), .in1(in_i2), .out(out_i2));
  subtractor sub3(.in0(in_r1), .in1(in_i3), .out(out_r3));
  adder add3(.in0(in_i1), .in1(in_r3), .out(out_i3));
endmodule
module butterfly_stage_1(input [15:0] in_r0, in_r1, in_r2, in_r3, in_r4, in_r5, in_r6, in_r7, 
                         input [15:0] in_i0, in_i1, in_i2, in_i3, in_i4, in_i5, in_i6, in_i7, 
                         output [15:0] out_r0, out_r1, out_r2, out_r3, out_r4, out_r5, out_r6, out_r7,  
                         output [15:0] out_i0, out_i1, out_i2, out_i3, out_i4, out_i5, out_i6, out_i7);
  butterfly_2_ip b0(.in_r0(in_r0), .in_r1(in_r1), .in_i0(in_i0), .in_i1(in_i1), .out_r0(out_r0), .out_r1(out_r1), .out_i0(out_i0), .out_i1(out_i1));
  butterfly_2_ip b1(.in_r0(in_r2), .in_r1(in_r3), .in_i0(in_i2), .in_i1(in_i3), .out_r0(out_r2), .out_r1(out_r3), .out_i0(out_i2), .out_i1(out_i3));
  butterfly_2_ip b2(.in_r0(in_r4), .in_r1(in_r5), .in_i0(in_i4), .in_i1(in_i5), .out_r0(out_r4), .out_r1(out_r5), .out_i0(out_i4), .out_i1(out_i5));
  butterfly_2_ip b3(.in_r0(in_r6), .in_r1(in_r7), .in_i0(in_i6), .in_i1(in_i7), .out_r0(out_r6), .out_r1(out_r7), .out_i0(out_i6), .out_i1(out_i7));
endmodule
module butterfly_2_ip(input [15:0] in_r0, in_r1, in_i0, in_i1, output [15:0] out_r0, out_r1, out_i0, out_i1);
  adder add0(.in0(in_r0), .in1(in_r1), .out(out_r0));
  adder add1(.in0(in_i0), .in1(in_i1), .out(out_i0));
  subtractor sub0(.in0(in_r0), .in1(in_r1), .out(out_r1));
  subtractor sub1(.in0(in_i0), .in1(in_i1), .out(out_i1));
endmodule
module complex_multiplier_pn(input [15:0] in_r1, in_i1, output [15:0] out_r, out_i);
  wire [15:0] tmp_A, tmp_B, tmp_C, tmp_D;
  mult_pos mp0(.in(in_r1) ,.out(tmp_A));
  mult_pos mp1(.in(in_i1) ,.out(tmp_B));
  mult_neg mp2(.in(in_r1) ,.out(tmp_C));
  mult_pos mp3(.in(in_i1) ,.out(tmp_D));
  adder add0(.in0(tmp_A), .in1(tmp_B), .out(out_r));
  adder add1(.in0(tmp_C), .in1(tmp_D), .out(out_i));
endmodule
module complex_multiplier_nn(input [15:0] in_r1, in_i1, output [15:0] out_r, out_i);
  wire [15:0] tmp_A, tmp_B, tmp_C, tmp_D;
  mult_pos mp0(.in(in_i1) ,.out(tmp_B));   
  mult_neg mp1(.in(in_r1) ,.out(tmp_A));
  mult_neg mp2(.in(in_i1) ,.out(tmp_C));
  mult_neg mp3(.in(in_r1) ,.out(tmp_D));
  adder add0(.in0(tmp_A), .in1(tmp_B), .out(out_r));
  adder add1(.in0(tmp_C), .in1(tmp_D), .out(out_i));
endmodule
module adder(input [15:0] in0, in1, output [15:0] out);
  wire [15:0] temp1, temp2;
  reg [15:0] temp_out;
  always @* begin
      if(in0[15] == in1[15]) 
          begin       
            temp_out = in0[15]==0 ? {(in0[14:0] + in1[14:0])& 16'h7fff}: {16'h8000 | ((in0[14:0] + in1[14:0])& 16'h7fff)};
            end
        if(in0[15] != in1[15])  
            begin
                if(in0[14:0]>in1[14:0])      
                    begin
                        temp_out = in0[15]==0 ? {(in0[14:0] - in1[14:0])& 16'h7fff} : {16'h8000 | ((in0[14:0] - in1[14:0])& 16'h7fff)};
                    end
                else if (in1[14:0]>in0[14:0])
                    begin
                        temp_out = in1[15]==0 ? {(in1[14:0] - in0[14:0])& 16'h7fff} : {16'h8000 | ((in1[14:0] - in0[14:0])& 16'h7fff)};
                    end
                else 
                    begin
                        temp_out = 16'h0000;
                    end
            end
  end
  assign out = temp_out;  
endmodule
module subtractor(input [15:0] in0, in1, output [15:0] out);
  wire [15:0] temp1, temp2;
  reg [15:0] temp_out;
  adder a1(.in0(in0), .in1({~in1[15], in1[14:0]}), .out(out)); 
endmodule
module mult_pos(input [15:0] in, output [15:0] out);
    assign out[15] = in[15];
    assign out[14:0] = (in[14:0]>>1)+(in[14:0]>>3)+(in[14:0]>>4)+(in[14:0]>>6)+(in[14:0]>>8)+ (in[14:0]>>14);
endmodule
module mult_neg(input [15:0] in, output [15:0] out);
    assign out[15] = ~in[15];
    assign out[14:0] = (in[14:0]>>1)+(in[14:0]>>3)+(in[14:0]>>4)+(in[14:0]>>6)+(in[14:0]>>8) + (in[14:0]>>14);
endmodule
$ cat flow/run.sh
#!/bin/bash
# OpenROAD 26Q1-2900-gdf79404cd8, Yosys 0.63+post, stock flow scripts
make -C /OpenROAD-flow-scripts/flow DESIGN_CONFIG=/design/flow/config.mk WORK_HOME=/design/flow/orfs finish
==> results.cfg <==
; generated from flow reports
[hold_path]
hp-class = reg -> reg

[setup_path]
worstPathMaxFanout = 24
cp_slowest_cell = and2_1
critical_path_required_ps = 26760
worstSetupEndpointType = flip-flop
path_buffers = 6
critPathMaxStageDelay_ps = 750
cp.arrival_ps = 11440
crit_top_cell = inv_1
worstSetupPathType = reg -> reg
start_kind = flip-flop
cpLargestDelayFamily = simple AND/OR/NAND/NOR gates

[clock_network]
htreeDepth = 4
ctsRootBufferMaster = clkbuf_16
cts.sink_count = 1276
post_cts_resize_count = 0
cts_hold_buf = 0
clockBufferDepth = 4
cts_tree = yes
postCtsSetupRepairBufs = 0
clk_latency_ps = 890
cts_buffers = 160
clk_pin_slew_ps = 60

[timing]
setup_tns_ps = 0
finalClockPeriodUsage = 0.415
fin_crit_ps = 10870
setup_violations = 0
tightest_slew_ps = 953
worst_slew_margin_rel = 0.360
max_freq_mhz = 92.0
post-route-worst-setup-slack_ps = 15330
rsz0062_at_grt = no
finalClockSkew_ps = 88.2
drv_slew = 0
hold_viol = 0

[finish]
mi_logic_area_sq_um = 67300
drive_above_1_share = 0.0503
flop_area_sq_um = 35800
finish.utilization = 0.344
nFillCells = 37128
area.growth.synth_to_final_pct = 14.1

[synthesis]
ys_sh_aoi = 0.230
ys_area_sq_um = 110000
yosysWarnings = 24
yosysUniqueCellTypes = 118
syn-instance-count = 12162
avgSynthCellArea_sq_um = 9.09
top_logic_kind = AND-OR/OR-AND gates
ys_dominant_reg_cell = edfxtp_1
ys_sh_xor = 0.0359
ys_ff = 1276
async_flop_share = 0
mux_area_frac = 0.0407
syn_area_sq_um = 110000
ys_sh_simple = 0.125
ys_seq_frac = 0.324
ys_cells = 12162
fa_ha_area_frac = 0.175
edf_count = 1020

[global_routing]
grt_first_pass_wirelength_um = 529000
overflow = 0
grt_pass1_vias = 82905
grt_max_degree = 84
grtUsageTotal = 0.194
grt_antenna_before_repair = 24

[detailed_routing]
routedWlPerCell_um = 20.6
via_count = 88895
remaining_drc_errors = 0
vias_per_cell = 5.11
postRouteAntennaNets = 0
drt_pass1_iterations = 6
routed_wl_um = 358000
drtIter0Drc = 6790

[place]
hpwl_um = 296000
finalWeightedCongestion = 0.979
pre_cts_slack_ps = 15500
io_buffers = 514

[floorplanning]
rows = 222
die_h_um = 609
die_x_um = 609
ioPinCount = 517
core_area_sq_um = 366000
initial_utilization = 0.302
chipArea_sq_um = 371000

[status]
outcome = finished, final reports clean

[run]
cap_violations = 0
warning_count = 781
-- cell usage after synthesis, types with 256 or more instances --
library cell / number / share of area
a21o_1: 337 / 0.023
a21oi_1: 1020 / 0.046
and2_1: 325 / 0.018
clkbuf_1: 462 / 0.016
dfxtp_1: 256 / 0.046
edfxtp_1: 1020 / 0.28
ha_1: 1248 / 0.14
inv_1: 1413 / 0.048
mux2i_1: 398 / 0.036
nand2_1: 532 / 0.018
nor2_1: 787 / 0.027
o21ai_0: 464 / 0.021
o21bai_1: 257 / 0.017
xnor2_1: 342 / 0.027
-- layout by cell type, fill, tap and decap left out, types with 146 or more instances in the layout --
cell type           n
inv_1            1413
fa_1              186
a21o_1            337
nand3_1           181
clkbuf_16         161
o21ai_0           463
and2_1            324
nand2b_1          146
nor2b_1           146
nor3_1            245
clkdlybuf4s50_1   513
nor2_1            787
buf_4             157
o21ai_1           149
ha_1             1248
a21oi_1          1020
o21bai_1          257
dfxtp_1           256
xnor2_1           325
nand2_1           532
mux2i_1           398
edfxtp_1         1020
-- sequential cells by signal, summed over array words and instances, names as in the netlist --
signal   flops
pp3i_i     126
input_i    128
pp2i_r     128
input_r    128
pp2i_i     128
in_i       128
in_r       128
out_i      128
out_r      128
pp3i_r     126
-- layer usage --
layer / share of wire / vias up / GRT usage
met3: 0.066 / 418 / 0.0420
li1: - / 44199 / -
met5: 0.00011 / - / 0
met4: 0.041 / 6 / 0.0641
met1: 0.45 / 41777 / 0.280
met2: 0.45 / 2495 / 0.295
-- final cells by class --
type                    instances  area share
multi-input cells            8873       0.534
inverters                    1430      0.0426
clock buffers                 196      0.0337
diodes                         29    0.000575
repair buffers                671      0.0502
well taps                    4816      0.0478
flip-flops and latches       1276       0.284
clock inverters                91     0.00770
-- cells by family (layout without fill, tap and decap cells) --
| family | after synthesis | after routing |
|---|---|---|
| flops | 1276 | 1276 |
| buf+inv | 2013 | 2388 |
| simple gates | 2788 | 2788 |
| mux | 444 | 444 |
| xor+xnor | 445 | 445 |
| other cells | 1 | 30 |
| fa+ha+maj | 1434 | 1434 |
| compound gates | 3761 | 3761 |
-- worst reg2reg max path, delay by kind of cell, from the launching register on --
kind | cells | cell delay [ps]
muxes | 2 | 650
AOI/OAI and AO/OA | 12 | 2780
xor gates and xnor gates | 1 | 210
DFF | 1 | 320
adders and majority gates | 7 | 2930
buffers and inverters | 6 | 390
and+or+nand+nor | 9 | 3350
-- final timing paths --
path | from | end | slack [ps] | depth (start not counted)
worst max-delay path | pp3i_i[7][4]$_DFFE_PP_ | out_i[7][2]$_DFFE_PP_ | 15330 | 37
worst min-delay path | input_i[3][1]$_DFFE_PP_ | in_i[3][1]$_SDFF_PN0_ | 440 | 1
worst max register to register | pp3i_i[7][4]$_DFFE_PP_ | out_i[7][2]$_DFFE_PP_ | 15330 | 37
worst min register to register | input_i[3][1]$_DFFE_PP_ | in_i[3][1]$_SDFF_PN0_ | 440 | 1
-- stage by stage --
stage	hold slack (ps)	cell area [sq um]	std cells
after global routing	445	126000	17378
final	439	126000	17382
after CTS	441	126000	17353
after global placement	432	121000	17066
after floorplan	426	110000	12162
after detailed placement	432	121000	17066
